<file path="/design/flow/design.v">
`timescale 1ns / 1ps
module fir_filter (
    input clk,               
    input res,               
    input [7:0] x,           
    output reg [15:0] y      
);
    parameter N = 4;         
    reg [7:0] coeffs [0:N-1];   
    reg [7:0] shift_reg [0:N-1];  
    integer i;
    initial begin
        coeffs[0] = 8'h02;   
        coeffs[1] = 8'h04;   
        coeffs[2] = 8'h06;   
        coeffs[3] = 8'h08;   
    end
    always @(posedge clk or posedge res) begin
        if (res) begin
            y <= 16'd0;   
            for (i = 0; i < N; i = i + 1) begin
                shift_reg[i] <= 8'd0;
            end
        end else begin
            for (i = N-1; i > 0; i = i - 1) begin
                shift_reg[i] <= shift_reg[i-1];
            end
            shift_reg[0] <= x;   
            y <= (shift_reg[0] * coeffs[0]) + 
                 (shift_reg[1] * coeffs[1]) + 
                 (shift_reg[2] * coeffs[2]) + 
                 (shift_reg[3] * coeffs[3]);
        end
    end
endmodule
</file>
<file path="/design/flow/run.sh">
#!/bin/bash
# OpenROAD 26Q1-2900-gdf79404cd8, Yosys 0.63+post, stock flow scripts
make -C /OpenROAD-flow-scripts/flow DESIGN_CONFIG=/design/flow/config.mk WORK_HOME=/design/flow/orfs finish
</file>
<file path="/design/flow/config.mk">
export PLATFORM = sky130hd
export DESIGN_NAME = fir_filter
export DESIGN_NICKNAME = fir_filter
export VERILOG_FILES = /design/flow/design.v
export SDC_FILE = /design/flow/constraint.sdc
export NUM_CORES = 4
export LEC_CHECK = 1
export CORE_UTILIZATION = 30
</file>
<file path="/design/flow/constraint.sdc">
current_design fir_filter

set clk_period 4.2
set clk_io_pct 0.2

create_clock -name clk0 -period $clk_period [get_ports {clk}]

set non_clock_inputs [all_inputs -no_clocks]
set_input_delay [expr $clk_period * $clk_io_pct] -clock clk0 $non_clock_inputs
set_output_delay [expr $clk_period * $clk_io_pct] -clock clk0 [all_outputs]
</file>
==> flow_metrics.py <==
# Synthesis and PnR figures
metrics = {
    "sta": {
        "skew_ns": 0.006358,
        "fmax_mhz": 241.3,
        "hold_viol": 0,
        "slew_headroom_pct": 62.34,
        "tightest_slew_ns": 0.5649,
        "period_minus_slack_ns": 4.144,
        "finalSetupViolCount": 0,
        "rsz0062_at_grt": "yes",
        "finalClockPeriodUsage_pct": 98.67,
        "slew_viol_final": 0,
    },
    "job": {
        "maxCapViolCount": 0,
        "tool_warnings": 30,
    },
    "finish": {
        "largest_reg_flops": 32,
        "syn2layout_area_growth_pct": 30.66,
        "fin_area_sq_mm": 0.003685,
        "logic_area_sq_mm": 0.001778,
        "drive_gt1_share_pct": 24.90,
        "final.fill_count": 816,
        "regArea_sq_mm": 0.001151,
        "finalCoreUtilization_pct": 40.26,
    },
    "placement": {
        "place_area_sq_mm": 0.003308,
        "routabilityCongestion": 0.7364,
        "io_buffers": 23,
        "dp_hpwl_um": 3059,
    },
    "power_and_ir_drop": {
        "p_per_area_mw_per_mm2": 609.8,
        "seqPwrFrac_pct": 24.3,
        "pwr-share-comb_pct": 61.1,
        "p_sw_share_pct": 34.48,
        "p_int_mw": 1.472,
        "pwr-share-clk_pct": 14.6,
        "irDropWorstVdd_uv": 248.8,
        "power_mw": 2.247,
        "power.switching_mw": 0.7748,
        "leakagePower_nw": 1.735,
    },
    "logic_synthesis": {
        "syn-cell-area_sq_mm": 0.002820,
        "synthDistinctLibCells": 23,
        "ys_seq_share_pct": 40.82,
        "avgSynthCellArea_sq_um": 12.82,
        "synth_cells": 220,
        "yosysChipArea_sq_mm": 0.002820,
        "ys.flops": 46,
        "yosys_warnings": 2,
        "ys_cells": 220,
    },
    "critical_path": {
        "cp_cell_sequence": "ha_1 -> ha_4 -> ha_4 -> fa_2 -> fa_1 -> fa_1 -> ha_4 -> ha_4 -> buf_4 -> and3_1 -> a2111oi_4 -> o21ai_1 -> a21oi_2 -> xnor2_1",
        "crit_family": "adder cells",
        "end_kind": "flip-flop",
        "worst_path_largest_cell_delay_ns": 0.55,
        "slowest_stage": "fa_2",
        "cp.depth": 14,
        "path_buffers": 1,
        "critical_path_class": "flip-flop to flip-flop",
        "cp-startpoint": "shift_reg[2][4]",
        "r2r_start": "shift_reg[2][4]",
        "worstPathArrival_ns": 4.36,
        "critical-path-top-cell-by-count": "ha_4",
        "start_kind": "flip-flop",
        "cp.required_ns": 4.42,
        "reg2reg_depth": 14,
        "crit_path_max_fanout": 3,
    },
    "floorplan": {
        "chipHeight_um": 98.96,
        "io_pins": 26,
        "fp_util_pct": 30.81,
        "design.core.area_sq_mm": 0.009153,
        "rows": 35,
        "die_w_um": 98.96,
        "chip_area_sq_mm": 0.009792,
    },
    "grt": {
        "track_usage_pct": 9.330,
        "grtUsageMet1_pct": 15.03,
        "grt_pass1_wl_um": 7203,
        "overflow": 0,
        "grt_pass1_vias": 1608,
        "grt_max_degree": 47,
        "use_met2_pct": 13.88,
        "use_met3_pct": 2.020,
        "top_usage_layer": "met1",
        "antenna_found_initial": 0,
    },
    "cts": {
        "cts_tree": "done",
        "htreeDepth": 2,
        "clock_latency_ns": 0.29,
        "cts_made_buffers": 5,
        "numClockSinks": 46,
        "clockBufferDepth": 2,
        "cts_root_buf": "clkbuf_8",
        "clkTransAtPathRegs_ns": 0.09,
        "holdBufCountCts": 0,
    },
    "routing": {
        "vias_per_cell": 4.145,
        "drc": 0,
        "drt_wl_total_um": 3949,
        "antenna_cells": 0,
        "ant_nets": 0,
        "drt_iter0_markers": 36,
        "first_pass_iters": 2,
        "vias": 1542,
        "wire_per_inst_um": 10.62,
    },
    "worst_hold_path": {
        "hp-start": "shift_reg[1][3]",
        "hold_class": "flip-flop to flip-flop",
        "worstHoldPathCells": 0,
    },
    "status": {
        "status": "complete, no violations",
    },
}
-- cells by family (layout without fill, tap and decap cells) --
kind of cell | after synthesis | count (layout) | share of synthesized area, %
other | 1 | 2 | 0.1330
muxes | 1 | 1 | 0.3549
adders and majority gates | 84 | 84 | 42.86
buffers and inverters | 53 | 93 | 7.320
xor gates and xnor gates | 6 | 6 | 1.863
and+or+nand+nor | 14 | 14 | 2.751
DFF | 46 | 46 | 40.82
AOI/OAI and AO/OA | 15 | 15 | 3.904
-- through the flow --
step	cells	hold slack [ns]	setup slack [ns]	TNS, ns
global route	372	0.4083	-0.1337	-0.3653
finish	372	0.3868	0.05572	0
global placement	362	0.3660	-0.1712	-0.4238
CTS	372	0.3891	0.007171	0
floorplan	221	0.3537	0.01657	0
detailed placement	362	0.3662	-0.1710	-0.4609
-- what timing repair did --
action | CTS | global route
pin swaps | 33 | 15
hold endpoints to repair | 0 | 0
gates resized | 25 | 12
buffers inserted | 2 | 1
endpoints found under the setup margin | 7 | 7
cloned | 0 | 0
-- routing by layer --
layer  up-vias  routed length, um
li1        774                  -
met1       746               1991
met2        20               1812
met3         2                124
met4         0                 21
met5         -                  0
-- layout make-up --
type | instances | area share [%]
clock buffers | 5 | 1.868
clock inverters | 3 | 1.188
inverters | 51 | 5.195
multi-input cells | 122 | 48.25
flip-flops and latches | 46 | 31.24
well taps | 111 | 3.769
repair buffers | 34 | 8.489
-- cell usage in the layout, fill, tap and decap left out, drive strengths merged, types with 2 or more instances in the layout --
cell type / instances
ha: 63
xnor2: 6
and3: 4
inv: 52
a21o: 2
nand2: 2
clkdlybuf4s50: 23
fa: 21
nor2: 3
o21ai: 5
buf: 11
nand3: 2
clkbuf: 5
conb: 2
dfrtp: 46
a21oi: 5
-- power by group through the flow --
stage / sequential (mW) / clock [mW] / combinational [mW]
after global routing: 0.553 / 0.365 / 1.57
after CTS: 0.548 / 0.347 / 1.35
final: 0.546 / 0.329 / 1.37
-- synth_stat cells --
cell	instances	area share [%]
a2111oi_4	1	0.98
a211oi_1	1	0.27
a21o_1	1	0.27
a21o_2	1	0.31
a21oi_1	5	0.89
and2_1	1	0.22
and3_1	3	0.67
and3_4	1	0.40
buf_4	2	0.53
conb_1	1	0.13
dfrtp_1	46	41
fa_1	21	15
ha_1	63	28
inv_1	51	6.8
mux2i_1	1	0.35
nand2_1	2	0.27
nand3_1	2	0.35
nor2_1	3	0.40
nor2b_1	1	0.22
o2111ai_1	1	0.31
o21ai_1	5	0.89
or3_1	1	0.22
xnor2_1	6	1.9
-- path summary, 6_finish.rpt --
kind	end	slack, ns
setup / recovery	y[11]	0.06
hold / removal	shift_reg[2][3]	0.39
setup reg to reg	y[11]	0.06
hold reg to reg	shift_reg[2][3]	0.39
max in group asynchronous	shift_reg[2][7]	2.81
min in group asynchronous	y[3]	0.99
No activity file was given, so power comes from the tool's default toggle rates.
